**flow/config.mk**
```make
export PLATFORM = sky130hd
export DESIGN_NAME = top
export DESIGN_NICKNAME = top
export VERILOG_FILES = /design/flow/design.v
export SDC_FILE = /design/flow/constraint.sdc
export NUM_CORES = 4
export LEC_CHECK = 1
export CORE_UTILIZATION = 30
```
**flow/design.v**
```verilog
module top (
    input  wire        clk,             
    input  wire        rst_n,           
    input  wire [7:0]  buttons,         
    input  wire [7:0]  dips,            
    input  wire        toggle_btn,      
    input  wire        RX0,             
    input  wire        RX1,             
    input  wire [31:0] in_bus0,         
    input  wire [31:0] in_bus1,         
    output wire [7:0]  sevenseg0,    
    output wire [7:0]  sevenseg1,    
    output reg  [31:0] out_bus0,     
    output reg  [31:0] out_bus1,     
    output reg  [7:0]  leds,         
    output reg         TX0,          
    output reg         TX1,          
    output reg  [7:0]  gauge         
    );
    reg [1:0] rst_sync;
    always @(posedge clk or negedge rst_n) begin
        if (!rst_n)
            rst_sync <= 2'b00;
        else
            rst_sync <= {rst_sync[0], 1'b1};
    end
    wire rst = ~rst_sync[1];  
    always @(posedge clk) begin
        if (rst) begin
            TX0 <= 1'b0;
            TX1 <= 1'b0;
        end else begin
            TX0 <= RX0;
            TX1 <= RX1;
        end
    end
    reg [20:0] clk_div;    
    reg fast_clk_d;        
    reg [7:0] led_pattern;
    always @(posedge clk or posedge rst) begin
        if (rst) begin
            clk_div     <= 21'd0;
            fast_clk_d  <= 1'b0;
            led_pattern <= 8'b10101010;  
        end else begin
            clk_div <= clk_div + 1;
            fast_clk_d <= clk_div[20];   
            if (~fast_clk_d & clk_div[20])
                led_pattern <= {led_pattern[6:0], led_pattern[7]};
        end
    end
    always @(posedge clk or posedge rst) begin
        if (rst)
            leds <= 8'h00;
        else begin
            leds[3:0] <= buttons[3:0] ^ dips[3:0];
            leds[7:4] <= led_pattern[7:4] ^ dips[7:4];
        end
    end
    reg [23:0] sec_div;
    reg [7:0] sec_counter;  
    always @(posedge clk or posedge rst) begin
        if (rst) begin
            sec_div     <= 24'd0;
            sec_counter <= 8'd0;
        end else begin
            if (sec_div == 24'd9_999_999) begin
                sec_div <= 24'd0;
                sec_counter <= sec_counter + 1'b1;  
            end else begin
                sec_div <= sec_div + 1'b1;
            end
        end
    end
    wire [3:0] nibble_right = sec_counter[3:0];    
    wire [3:0] nibble_left  = sec_counter[7:4];    
    function [7:0] sevenseg_hex;  
        input [3:0] hex;
        begin
            case (hex)
                4'h0: sevenseg_hex = 8'b11000000;  
                4'h1: sevenseg_hex = 8'b11111001;  
                4'h2: sevenseg_hex = 8'b10100100;  
                4'h3: sevenseg_hex = 8'b10110000;  
                4'h4: sevenseg_hex = 8'b10011001;  
                4'h5: sevenseg_hex = 8'b10010010;  
                4'h6: sevenseg_hex = 8'b10000010;  
                4'h7: sevenseg_hex = 8'b11111000;  
                4'h8: sevenseg_hex = 8'b10000000;  
                4'h9: sevenseg_hex = 8'b10010000;  
                4'hA: sevenseg_hex = 8'b10001000;  
                4'hB: sevenseg_hex = 8'b10000011;  
                4'hC: sevenseg_hex = 8'b11000110;  
                4'hD: sevenseg_hex = 8'b10100001;  
                4'hE: sevenseg_hex = 8'b10000110;  
                4'hF: sevenseg_hex = 8'b10001110;  
                default: sevenseg_hex = 8'b11111111;  
            endcase
        end
    endfunction
    assign sevenseg0 = sevenseg_hex(nibble_right);
    assign sevenseg1 = sevenseg_hex(nibble_left);
    always @(posedge clk) begin
        if (rst) begin
            out_bus0  <= 32'd0;
            out_bus1  <= 32'd0;
        end else begin
            out_bus0  <= in_bus0 + in_bus1;               
            out_bus1  <= {in_bus0[15:0], in_bus1[15:0]};  
        end
    end
    reg [19:0] gauge_div;    
    reg [7:0]  gauge_val;
    reg        gauge_dir;     
    always @(posedge clk or posedge rst) begin
        if (rst) begin
            gauge_div <= 20'd0;
            gauge_val <= 8'd0;
            gauge_dir <= 1'b0;
            gauge     <= 8'd0;
        end else begin
            if (gauge_div == 20'd999_999) begin
                gauge_div <= 20'd0;
                if (gauge_dir == 1'b0) begin
                    if (gauge_val == 8'd255) 
                        gauge_dir <= 1'b1;  
                    else
                        gauge_val <= gauge_val + 1;
                end else begin
                    if (gauge_val == 8'd0)
                        gauge_dir <= 1'b0;  
                    else
                        gauge_val <= gauge_val - 1;
                end
                gauge <= gauge_val;
            end else begin
                gauge_div <= gauge_div + 1;
            end
        end
    end
endmodule
```
**flow/run.sh**
```bash
#!/bin/bash
# OpenROAD 26Q1-2900-gdf79404cd8, Yosys 0.63+post, stock flow scripts
make -C /OpenROAD-flow-scripts/flow DESIGN_CONFIG=/design/flow/config.mk WORK_HOME=/design/flow/orfs finish
```
**flow/constraint.sdc**
```tcl
current_design top

set clk_period 6.3
set clk_io_pct 0.2

create_clock -name clk0 -period $clk_period [get_ports {clk}]

set non_clock_inputs [all_inputs -no_clocks]
set_input_delay [expr $clk_period * $clk_io_pct] -clock clk0 $non_clock_inputs
set_output_delay [expr $clk_period * $clk_io_pct] -clock clk0 [all_outputs]
```
==> flow_summary.ini <==
; yosys + openroad results
[drt]
totalWireLength_um = 19400
ant_nets = 0
n_antenna_cell = 0
vias = 6591
dr.pass1.iters = 4
drt-vias-per-instance = 4.59
wl_per_cell_um = 13.5
drc_errors = 0
drtIter0Drc = 229

[power]
p_leak_nw = 4.83
powerDensity_mw_per_mm2 = 229
pwr-share-clk_pct = 41.1
p_seq_share_pct = 44.8
vdd_ir_drop_max_v = 0.000167
power_switching_mw = 0.689
p_int_mw = 1.94
swShare_pct = 26.2
power_frac_comb_pct = 14.1

[critical_path]
worst_r2r_startpoint = sec_div[0]
timing.critical_path.cells = inv_1 -> ha_1 -> nor2b_1 -> or3b_2 -> o21ai_0 -> clkdlybuf4s50_1
path_max_fanout = 7
critPathSlowestCell = dfrtp_1
start_kind = flip-flop
critPathBufInv = 2
reg2reg_slack_ns = 3.92
crit_required_ns = 5.04
worstSetupEndpointType = primary output
worstPathArrival_ns = 2.40
path_class = flip-flop to primary output
r2r-end = sec_counter[6]
ff2ff_path_depth = 7
slowest_delay_ns = 0.47
path_delay_family = buffers and inverters

[layout]
lay_top_count = clkdlybuf4s50_1
drive_gt1_share_pct = 6.93
layout_top_cells = clkdlybuf4s50_1, dfrtp_1, nor2_1, dfxtp_1, nand2_1
fin_cells = 1437
area_growth_pct = 31.8
fin_area_mm2 = 0.0115

[cts]
hold_buffers = 0
insertion_delay_ns = 0.42
cts_tree = yes
cts_resized = 0
clkSinkCount = 175
cts.clk_slew.worst_paths_ns = 0.08
cts_buffers = 17
root_buffer = clkbuf_16
clockBufferDepth = 2
htree_num_levels = 4
postCtsSetupRepairBufs = 0

[logic_synthesis]
synth.distinct_cells = 70
synth_area_mm2 = 0.00872
synth-async-reset-ratio_pct = 62.3
yosysChipArea_mm2 = 0.00872
edf_count = 0
postSynthSeqShare_pct = 46.5
area_leaders = dfrtp_1, dfxtp_1, ha_1
synth.yosys.warnings = 1
ys_cells = 869
ff_type = dfrtp_1
syn_inst = 869
yosysTopAreaCell = dfrtp_1
yosysTopAreaCellShare_pct = 30.1
ys.flops = 175
avgSynthCellArea_um2 = 10.0

[floorplanning]
die_width_um = 172
pin_count = 183
core_mm2 = 0.0286
die_h_um = 172
rows = 62
dieArea_mm2 = 0.0297
core_util_floorplan_pct = 30.5

[placement]
placedCellCount = 1405
place_hpwl_um = 14100
port_buffers = 175
place.gp.congestion = 0.888
post_dp_cell_area_mm2 = 0.0109

[timing]
setup_viol = 0
slew_headroom_pct = 52.8
hold-worst-slack_ns = 0.312
timing.final.crit_share_pct = 58.1
drv_slew = 0
timing.fmax_mhz = 273
rsz0062_at_grt = no
fin_skew_ns = 0.0138
worstMarginPinSlew_ns = 0.708
finalHoldViolCount = 0
setup_tns_ns = 0
min_period_ns = 3.66

[global_route]
grt_usage_pct = 13.9
grt_max_degree = 57
grt_pass1_wl_um = 32000
antenna_found_initial = 1
grt-ovfl-total = 0
first_global_vias = 6485

[hold_path]
hold_class = flip-flop to asynchronous set/reset pin

[flow_run]
cap_viol_max_count = 0
warnings = 40

[status]
status = completed
[cells by family (layout without fill, tap and decap cells)]
kind of cell / after synthesis / in the layout / synth area share, %
other: 1 / 3 / 0.0430
AND/OR/NAND/NOR: 320 / 320 / 18.8
adder cells (fa/ha/maj): 54 / 54 / 7.92
flip-flops: 175 / 175 / 46.5
XOR/XNOR: 103 / 103 / 10.3
multiplexers: 30 / 30 / 3.86
buffers and inverters: 49 / 231 / 2.30
AND-OR/OR-AND: 137 / 137 / 10.2
[layout make-up]
| cell class | count | area [um^2] |
|---|---|---|
| fill | 2743 | 17100 |
| timing repair buffer | 179 | 1780 |
| sequential | 175 | 4060 |
| clock inverter | 15 | 195 |
| tap | 384 | 480 |
| clock buffer | 17 | 425 |
| multi-input combinational | 647 | 4470 |
| inverter | 20 | 75.1 |
[power groups by stage]
| stage | registers [mW] | clock network [mW] | logic [mW] |
|---|---|---|---|
| finish | 1.18 | 1.08 | 0.372 |
| global route | 1.18 | 1.17 | 0.412 |
| CTS | 1.18 | 1.13 | 0.377 |
[stage by stage]
step / util [%] / power, mW / setup WS, ns
detailed placement: 38.0 / 1.57 / 2.26
floorplan: - / 1.38 / 2.76
CTS: 40.1 / 2.68 / 2.62
global route: 40.1 / 2.76 / 2.45
finish: 40.1 / 2.63 / 2.64
global placement: 38.0 / 1.58 / 2.27
[state kept, by name, indices dropped and copies added (netlist names)]
signal and cells:
rst_sync 2, out_bus0 32, out_bus1 32, gauge_val 8, clk_div 21, TX0 1, leds 8, fast_clk_d 1
sec_counter 8, led_pattern 8, TX1 1, gauge_div 20, gauge 8, sec_div 24, gauge_dir 1
[cells in the mapped netlist (10+ instances only)]
cell type and count:
nor2_1 81, clkbuf_1 18, nand4_1 15, and3_1 18
o21ai_0 19, inv_1 19, nor2b_1 11, xor2_1 52
ha_1 52, o21ai_1 18, mux2i_1 10, nand2_1 66
xnor2_1 51, dfxtp_1 66, a21oi_1 41, mux2_2 10
nand3_1 40, and2_1 36, dfrtp_1 105
[metal layers]
metal  vias to the layer above  GRT usage, %  wire (um)
met1                      3054          18.8       8720
met2                       165          22.0       8700
met5                         -             0          0
met3                        21          5.06       1630
li1                       3351             -          -
met4                         0          2.23        314
[how the worst max path moves through the flow]
stage                           from           end  slack, ns  cells after the start
final                 sec_counter[5]  sevenseg1[0]       2.64                      6
after CTS             sec_counter[5]  sevenseg1[0]       2.62                      6
after global routing  sec_counter[5]  sevenseg1[0]       2.45                      6
No activity file was given, so power comes from the tool's default toggle rates.
